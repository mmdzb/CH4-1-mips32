==> design.v <==
`default_nettype wire
//synopsys translate_off
`timescale 1ns / 10ps
//synopsys translate_on
module div_uu(clk, ena, z, d, q, s, div0, ovf);
	parameter z_width = 16;
	parameter d_width = z_width /2;
	input clk;                
	input ena;                
	input  [z_width -1:0] z;  
	input  [d_width -1:0] d;  
	output [d_width -1:0] q;  
	output [d_width -1:0] s;  
	output div0;
	output ovf;
	reg [d_width-1:0] q;
	reg [d_width-1:0] s;
	reg div0;
	reg ovf;
	function [z_width:0] gen_s;
		input [z_width:0] si;
		input [z_width:0] di;
	begin
	  if(si[z_width])
	    gen_s = {si[z_width-1:0], 1'b0} + di;
	  else
	    gen_s = {si[z_width-1:0], 1'b0} - di;
	end
	endfunction
	function [d_width-1:0] gen_q;
		input [d_width-1:0] qi;
		input [z_width:0] si;
	begin
	  gen_q = {qi[d_width-2:0], ~si[z_width]};
	end
	endfunction
	function [d_width-1:0] assign_s;
		input [z_width:0] si;
		input [z_width:0] di;
		reg [z_width:0] tmp;
	begin
	  if(si[z_width])
	    tmp = si + di;
	  else
	    tmp = si;
	  assign_s = tmp[z_width-1:z_width-d_width];
	end
	endfunction
	reg [d_width-1:0] q_pipe  [d_width-1:0];
	reg [z_width:0] s_pipe  [d_width:0];
	reg [z_width:0] d_pipe  [d_width:0];
	reg [d_width:0] div0_pipe, ovf_pipe;
	// synopsys translate_off
	initial
	begin
	  if(d_width !== z_width / 2)
	    $display("div.v parameter error (d_width != z_width/2).");
	end
	// synopsys translate_on
	integer n0, n1, n2, n3;
	always @(d)
	  d_pipe[0] <= {1'b0, d, {(z_width-d_width){1'b0}} };
	always @(posedge clk)
	  if(ena)
	    for(n0=1; n0 <= d_width; n0=n0+1)
	       d_pipe[n0] <= #1 d_pipe[n0-1];
	always @(z)
	  s_pipe[0] <= z;
	always @(posedge clk)
	  if(ena)
	    for(n1=1; n1 <= d_width; n1=n1+1)
	       s_pipe[n1] <= #1 gen_s(s_pipe[n1-1], d_pipe[n1-1]);
	always @(posedge clk)
	  q_pipe[0] <= #1 0;
	always @(posedge clk)
	  if(ena)
	    for(n2=1; n2 < d_width; n2=n2+1)
	       q_pipe[n2] <= #1 gen_q(q_pipe[n2-1], s_pipe[n2]);
	always @(z or d)
	begin
	  ovf_pipe[0]  <= !(z[z_width-1:d_width] < d);
	  div0_pipe[0] <= ~|d;
	end
	always @(posedge clk)
	  if(ena)
	    for(n3=1; n3 <= d_width; n3=n3+1)
	    begin
	        ovf_pipe[n3] <= #1 ovf_pipe[n3-1];
	        div0_pipe[n3] <= #1 div0_pipe[n3-1];
	    end
	always @(posedge clk)
	  if(ena)
	    ovf <= #1 ovf_pipe[d_width];
	always @(posedge clk)
	  if(ena)
	    div0 <= #1 div0_pipe[d_width];
	always @(posedge clk)
	  if(ena)
	    q <= #1 gen_q(q_pipe[d_width-1], s_pipe[d_width]);
	always @(posedge clk)
	  if(ena)
	    s <= #1 assign_s(s_pipe[d_width], d_pipe[d_width]);
endmodule
==> run.sh <==
#!/bin/bash
# OpenROAD 26Q1-2900-gdf79404cd8, Yosys 0.63+post, stock flow scripts
make -C /OpenROAD-flow-scripts/flow DESIGN_CONFIG=/design/flow/config.mk WORK_HOME=/design/flow/orfs finish
==> config.mk <==
export PLATFORM = sky130hd
export DESIGN_NAME = div_uu
export DESIGN_NICKNAME = div_uu
export VERILOG_FILES = /design/flow/design.v
export SDC_FILE = /design/flow/constraint.sdc
export NUM_CORES = 4
export LEC_CHECK = 1
export CORE_UTILIZATION = 30
==> constraint.sdc <==
current_design div_uu

set clk_period 4.8
set clk_io_pct 0.2

create_clock -name clk0 -period $clk_period [get_ports {clk}]

set non_clock_inputs [all_inputs -no_clocks]
set_input_delay [expr $clk_period * $clk_io_pct] -clock clk0 $non_clock_inputs
set_output_delay [expr $clk_period * $clk_io_pct] -clock clk0 [all_outputs]
==> results.cfg <==
; synthesis and place-and-route metrics
[cts]
cts_hold_buf = 0
cts.sinks = 226
ctsResizeCount = 0
max-clock-path-buffers = 3
clockRootBuffer = clkbuf_16
cts_tree = built
numCtsBuffers = 26
clkTransAtPathRegs_ns = 0.06
clk_latency_ns = 0.53
cts_max_level = 1
postCtsSetupBuffers = 0

[synth]
edf_count = 226
yosysWarningCount = 5
yosysUniqueCellTypes = 45
syn_inst = 826
ys_seq_share_pct = 61.0
ys_area_um2 = 11100
syn_avg_cell_area_um2 = 13.5
ys.flop_type = edfxtp_1
numSynthFlops = 226
async_flop_share_pct = 0
syn-cell-area_um2 = 11100
yosys-stat-cells = 826

[final_timing]
min_period_ns = 2.68
holdWs_ns = 0.415
fmax_mhz = 373
tightest_slew_ns = 0.634
relSlewSlack_pct = 57.4
rsz0062_at_grt = no
maxSlewViolCount = 0
setup_violations = 0
skew_ns = 0.00602
finalHoldViolCount = 0
period_used_pct = 55.9
setup_tns_ns = 0

[min_path]
hold_class = reg2reg

[power]
max-vdd-ir-drop_mv = 0.314
intPower_w = 0.00540
p_sw_w = 0.00234
switching_share_pct = 30.2
p_total_w = 0.00774
seqPwrFrac_pct = 39.6
combPwrFrac_pct = 34.6
power.leakage_nw = 4.90
powerDensity_nw_per_um2 = 594
clkPwrFrac_pct = 25.8

[routing]
num_antenna_cells = 0
totalWireLength_um = 16600
final_antenna_net_count = 0
vias_per_cell = 4.46
remaining_drc_errors = 0
post_drt_wl_per_cell_um = 12.0
vias = 6157
firstDrtPassIters = 4
drtIter0Drc = 248

[placement]
io_buffers = 43
gp_congestion = 0.863
dpl-instance-area_um2 = 12100
hpwl_um = 11700

[flow_run]
maxCapViolations = 0
warnings = 25

[cells_and_area]
layout_top_cells = 226 x edfxtp_1, 85 x ha_1, 83 x nor2_1, 69 x inv_1, 54 x xor2_1
fillerInstances = 3424
final_layout_size_suffix_gt1_share_pct = 7.56
mostFrequentLayoutCell = edfxtp_1
area_growth_pct = 17.2
final_cell_area_um2 = 13000

[worst_setup_path]
path_class = reg2reg
startpoint_type = register
crit_top_cell = ha_1
crit_chain = inv_1, ha_1, or3b_1, and2_1, xor2_1, ha_1, o21a_1, o31a_1, nand2b_1, a31oi_1, xnor2_1
cp.required_ns = 5.08
max_stage_delay_ns = 0.45
cp_max_fo = 5
cp-end-kind = register
cp_data_arrival_time_ns = 2.96
cp_slowest_cell = edfxtp_1

[die]
io-pin-count = 44
num_rows = 70
die_height_um = 195
fp.dieArea_um2 = 37800
core_region_area_um2 = 36500
fp_util_pct = 30.4
dieWidth_um = 195

[global_route]
grt_pass1_wl_um = 28000
antenna_found_initial = 0
grt_overflow_total = 0
grt_pass1_vias = 6217
grt_max_degree = 74
grtUsageTotal_pct = 9.39

[status]
status = complete, no violations
-- cells by family after synthesis --
kind of cell	count (synthesis)	synth area share, %
AND/OR/NAND/NOR	173	7.96
flip-flops	226	61.0
XOR/XNOR	93	7.33
adder cells (fa/ha/maj)	94	11.2
buffers and inverters	78	2.67
multiplexers	11	1.11
AND-OR/OR-AND	151	8.71
-- power groups by stage --
stage     Sequential (W)  Combinational [W]  Clock (W)
4_1_cts          0.00307            0.00270    0.00207
5_1_grt          0.00311            0.00305    0.00214
6_report         0.00306            0.00268    0.00200
-- path summary, 6_finish.rpt --
path | depth (start not counted) | slack (ns) | from | end
worst min-delay path | 0 | 0.42 | q_pipe[2][1] | q_pipe[3][2]
worst min register to register | 0 | 0.42 | q_pipe[2][1] | q_pipe[3][2]
worst max-delay path | 11 | 2.12 | d_pipe[2][8] | s_pipe[3][16]
worst max register to register | 11 | 2.12 | d_pipe[2][8] | s_pipe[3][16]
-- registers in the layout, indices dropped and copies added, names as in the netlist --
register and flops:
d_pipe 64, div0 1, div0_pipe 8, ovf 1, ovf_pipe 8, q 8, q_pipe 28, s 8
s_pipe 100
-- cell type report --
class                   count  area, µm²  share of cell area [%]
inverters                  70        263                    2.02
clock buffers              27        654                    5.02
repair buffers             47        465                    3.57
clock inverters            21        238                    1.82
well taps                 468        586                    4.49
flip-flops and latches    226       6790                    52.1
multi-input cells         522       4040                    31.0
-- cell usage after synthesis, types with 4 or more instances --
master | number | area, µm²
o21ai_0 | 35 | 175
edfxtp_1 | 226 | 6790
fa_1 | 9 | 180
clkbuf_1 | 5 | 18.8
nor3_1 | 21 | 105
xnor2_1 | 39 | 342
mux2_2 | 11 | 124
a211oi_1 | 19 | 143
o31a_1 | 8 | 70.1
inv_1 | 69 | 259
nand2_1 | 4 | 15.0
xor2_1 | 54 | 473
a31oi_1 | 12 | 75.1
ha_1 | 85 | 1060
nor2_1 | 83 | 312
o21a_1 | 16 | 120
nor3b_1 | 4 | 30.0
a21o_1 | 11 | 82.6
a21boi_0 | 7 | 52.6
nor4_1 | 4 | 25.0
nand2b_1 | 16 | 100
nor2b_1 | 18 | 113
a21oi_1 | 33 | 165
-- through the flow --
stage | std cells | util (%) | setup slack [ns]
floorplan | 826 | - | 2.34
global placement | 1333 | 33.2 | 1.77
detailed placement | 1333 | 33.2 | 1.76
CTS | 1381 | 35.7 | 2.09
global route | 1381 | 35.7 | 1.86
finish | 1381 | 35.7 | 2.12
-- critical path, delay by kind of cell (launching register included) --
family          cells  cell delay, ns
compound gates      3            0.45
xor+xnor            2            0.23
fa+ha+maj           2            0.47
buf+inv             1            0.09
flops               1            0.45
simple gates        3            0.75
-- layer usage --
metal | GRT usage [%] | share of wire, % | vias up
li1 | - | - | 3183
met4 | 3.38 | 3.6 | 0
met3 | 1.66 | 3.5 | 38
met1 | 11.3 | 41 | 2841
met5 | 0 | 0 | -
met2 | 17.0 | 52 | 95
Power and IR drop assume default switching activity.
